--- flow/run.sh ---
#!/bin/bash
# OpenROAD 26Q1-2900-gdf79404cd8, Yosys 0.63+post, stock flow scripts
make -C /OpenROAD-flow-scripts/flow DESIGN_CONFIG=/design/flow/config.mk WORK_HOME=/design/flow/orfs finish
--- flow/config.mk ---
export PLATFORM = sky130hd
export DESIGN_NAME = SRL
export DESIGN_NICKNAME = SRL
export VERILOG_FILES = /design/flow/design.v
export SDC_FILE = /design/flow/constraint.sdc
export NUM_CORES = 4
export LEC_CHECK = 1
export CORE_UTILIZATION = 40
--- flow/constraint.sdc ---
current_design SRL

set clk_period 3.4
set clk_io_pct 0.2

create_clock -name clk0 -period $clk_period

set non_clock_inputs [all_inputs -no_clocks]
set_input_delay [expr $clk_period * $clk_io_pct] -clock clk0 $non_clock_inputs
set_output_delay [expr $clk_period * $clk_io_pct] -clock clk0 [all_outputs]
--- flow/design.v ---
`timescale 1ns / 1ps
`default_nettype none  
module SRL(X, Y, Z);
	input wire [31:0] X, Y;  
	output wire [31:0] Z;
	generate
	    genvar i;
		 for (i = 0; i < 32; i = i + 1 ) begin : create_i_muxes			  
			  mux_32to1 #(.n(32), .i(i), .ARITHMETIC(0)) mux_gen (
			      .X(X),
					.S(Y),
					.Z(Z[i])
			  ); 
		 end
	endgenerate
endmodule
`default_nettype wire  
`timescale 1ns / 1ps
`default_nettype none  
module mux_16to1(A,B,C,D,E,F,G,H,I,J,K,L,M,N,O,P, S, Z);
	parameter BUSSIZE = 32;	 
	input wire [BUSSIZE-1:0] A,B,C,D,E,F,G,H,I,J,K,L,M,N,O,P;
	input wire [3:0] S;
	output wire [BUSSIZE-1:0] Z;
	wire [BUSSIZE-1:0]  W0, W1;
	mux_8to1 #(.BUSSIZE(BUSSIZE)) MUX_012_0(.A(A), .B(B), .C(C), .D(D), .E(E), .F(F), .G(G), .H(H), .S(S[2:0]), .Z(W0));
	mux_8to1 #(.BUSSIZE(BUSSIZE)) MUX_012_1(.A(I), .B(J), .C(K), .D(L), .E(M), .F(N), .G(O), .H(P), .S(S[2:0]), .Z(W1));
	mux_2to1 #(.BUSSIZE(BUSSIZE)) MUX_3_0(.X(W0), .Y(W1), .S(S[3]), .Z(Z));
endmodule
`default_nettype wire  
`timescale 1ns / 1ps
`default_nettype none  
module mux_2to1(X,Y,S,Z);
	parameter BUSSIZE = 32;	 
	input wire [BUSSIZE-1:0] X, Y;
	input wire S;
	output wire [BUSSIZE-1:0] Z;
	assign Z = S ? Y : X;
endmodule
`default_nettype wire  
`timescale 1ns / 1ps
`default_nettype none  
module mux_32to1(X, S, Z);
	parameter BUSSIZE = 1;	 
	parameter n = 32;        
	parameter i = 2;         
	parameter ARITHMETIC = 0;  
	input wire [31:0] X;
	input wire [31:0] S;
	output wire Z;
	wire [31:0] MuxIn;  
	wire W0, W1, W2;  
	    genvar j;
		 for (j = 0; j < n - i; j = j + 1 ) begin : assign_muxIns_values
		     assign MuxIn[j] = X[i + j];
		 end
		 for (j = n - i; j < n ; j = j + 1 ) begin : assign_muxIns_ground
		     assign MuxIn[j] = ARITHMETIC ? X[31]: 0;
		 end
	mux_16to1 #(.BUSSIZE(BUSSIZE)) MUX_012_0(.A(MuxIn[0]), 
															.B(MuxIn[1]), 
															.C(MuxIn[2]), 
															.D(MuxIn[3]), 
															.E(MuxIn[4]), 
															.F(MuxIn[5]), 
															.G(MuxIn[6]), 
															.H(MuxIn[7]), 
															.I(MuxIn[8]),
															.J(MuxIn[9]),
															.K(MuxIn[10]),
															.L(MuxIn[11]),
															.M(MuxIn[12]),
															.N(MuxIn[13]),
															.O(MuxIn[14]),
															.P(MuxIn[15]),
															.S(S[3:0]), 
															.Z(W0));
	mux_16to1 #(.BUSSIZE(BUSSIZE)) MUX_012_1(.A(MuxIn[16]), 
															.B(MuxIn[17]), 
															.C(MuxIn[18]), 
															.D(MuxIn[19]), 
															.E(MuxIn[20]), 
															.F(MuxIn[21]), 
															.G(MuxIn[22]), 
															.H(MuxIn[23]), 
															.I(MuxIn[24]),
															.J(MuxIn[25]),
															.K(MuxIn[26]),
															.L(MuxIn[27]),
															.M(MuxIn[28]),
															.N(MuxIn[29]),
															.O(MuxIn[30]),
															.P(MuxIn[31]),
															.S(S[3:0]), 
															.Z(W1));
	mux_2to1 #(.BUSSIZE(BUSSIZE)) MUX_3_0(.X(W0), .Y(W1), .S(S[4]), .Z(W2));
	assign Z = |S[31:5] ? ( ARITHMETIC ? X[31]: 0) : W2; 
endmodule
`default_nettype wire  
`timescale 1ns / 1ps
`default_nettype none  
module mux_4to1(A,B,C,D,S,Z);
	parameter BUSSIZE = 32;	 
	input wire [BUSSIZE-1:0] A,B,C,D;
	input wire [1:0] S;
	output wire [BUSSIZE-1:0] Z;
	wire [BUSSIZE-1:0]  W0, W1;
	mux_2to1 #(.BUSSIZE(BUSSIZE)) MUX_0_0(.X(A), .Y(B), .S(S[0]), .Z(W0));
	mux_2to1 #(.BUSSIZE(BUSSIZE)) MUX_0_1(.X(C), .Y(D), .S(S[0]), .Z(W1));
	mux_2to1 #(.BUSSIZE(BUSSIZE)) MUX_1_0(.X(W0), .Y(W1), .S(S[1]), .Z(Z));
endmodule
`default_nettype wire  
`timescale 1ns / 1ps
`default_nettype none  
module mux_8to1(A,B,C,D,E,F,G,H,S,Z);
	parameter BUSSIZE = 32;	 
	input wire [BUSSIZE-1:0] A,B,C,D,E,F,G,H;
	input wire [2:0] S;
	output wire [BUSSIZE-1:0] Z;
	wire [BUSSIZE-1:0]  W0, W1;
	mux_4to1 #(.BUSSIZE(BUSSIZE)) MUX_01_0(.A(A), .B(B), .C(C), .D(D), .S(S[1:0]), .Z(W0));
	mux_4to1 #(.BUSSIZE(BUSSIZE)) MUX_01_1(.A(E), .B(F), .C(G), .D(H), .S(S[1:0]), .Z(W1));
	mux_2to1 #(.BUSSIZE(BUSSIZE)) MUX_2_0(.X(W0), .Y(W1), .S(S[2]), .Z(Z));
endmodule
`default_nettype wire  
==> metrics.txt <==
# HELP chip_impl_metric Implementation results
# TYPE chip_impl_metric gauge
chip_impl_info{name="rsz0062_at_grt",value="true"} 1
chip_impl_info{name="cp_cell_sequence",value="clkdlybuf4s15_1 -> or4b_1 -> or4_4 -> buf_8 -> o22ai_2 -> o21a_1 -> clkdlybuf4s50_1"} 1
chip_impl_metric{name="ys_types",unit=""} 37
chip_impl_metric{name="tightestPinTransition",unit="ns"} 0.357
chip_impl_metric{name="die_area",unit="mm²"} 0.00498
chip_impl_metric{name="finalHoldViolations",unit=""} 0
chip_impl_metric{name="detail_route.first_pass.iterations",unit=""} 21
chip_impl_metric{name="final_critical_path_setup_slack",unit="ns"} -0.0680
chip_impl_metric{name="seq_power_share",unit=""} 0
chip_impl_info{name="path_class",value="in2out"} 1
chip_impl_metric{name="global_route.overflow_total",unit=""} 0
chip_impl_metric{name="leakagePower",unit="nW"} 1.56
chip_impl_metric{name="grt_antenna_before_repair",unit=""} 0
chip_impl_metric{name="worst_hold_slack",unit="ns"} 1.96
chip_impl_info{name="violated_checks",value="setup timing"} 1
chip_impl_metric{name="hold_buffer_count_at_cts",unit=""} 0
chip_impl_metric{name="total_switching_power",unit="mW"} 0.187
chip_impl_metric{name="avgSynthCellArea",unit="µm²"} 7.31
chip_impl_metric{name="placeableCoreArea",unit="mm²"} 0.00444
chip_impl_metric{name="share_clk_of_total_power",unit=""} 0
chip_impl_metric{name="drive_above_1_share",unit=""} 0.414
chip_impl_metric{name="cpPeakStageDelay",unit="ns"} 0.56
chip_impl_metric{name="vias",unit=""} 2477
chip_impl_metric{name="timing.critical_path.buf_inv",unit=""} 3
chip_impl_metric{name="arr_time_crit_path",unit="ns"} 2.79
chip_impl_metric{name="logic_area",unit="mm²"} 0.00180
chip_impl_metric{name="max-vdd-ir-drop",unit="mV"} 0.109
chip_impl_info{name="status",value="finished with violations"} 1
chip_impl_info{name="worst_path_max_delay_cell",value="or4_4"} 1
chip_impl_metric{name="die_height",unit="µm"} 70.5
chip_impl_metric{name="setup_viol_count_final",unit=""} 2
chip_impl_metric{name="switching_share",unit=""} 0.470
chip_impl_metric{name="layout_worst_path_cycle_share",unit=""} 1.02
chip_impl_metric{name="synth_chip_area",unit="mm²"} 0.00188
chip_impl_metric{name="met3_length",unit="µm"} 545
chip_impl_metric{name="final_core_util",unit=""} 0.773
chip_impl_metric{name="postSynthCellCount",unit=""} 257
chip_impl_metric{name="i_o_pins",unit=""} 96
chip_impl_metric{name="placement_row_count",unit=""} 24
chip_impl_metric{name="first_global_vias",unit=""} 2487
chip_impl_metric{name="dp_hpwl",unit="µm"} 5630
chip_impl_metric{name="syn-cell-area",unit="mm²"} 0.00188
chip_impl_metric{name="crit_path_max_fanout",unit=""} 5
chip_impl_metric{name="gp_congestion",unit=""} 0.935
chip_impl_metric{name="routed_wire_length_per_instance",unit="µm"} 17.4
chip_impl_metric{name="nFillCells",unit=""} 294
chip_impl_info{name="routed.top_layer",value="met4"} 1
chip_impl_metric{name="p_per_area",unit="mW/mm²"} 116
chip_impl_metric{name="synth_sequential_area_ratio",unit=""} 0
chip_impl_metric{name="warning_total_across_the_stage_logs",unit=""} 35
chip_impl_metric{name="p_int",unit="mW"} 0.211
chip_impl_metric{name="grt_max_degree",unit=""} 20
chip_impl_metric{name="max-slew-margin-rel",unit=""} 0.755
chip_impl_info{name="setup.worst_path.end_class",value="output port"} 1
chip_impl_metric{name="initial_utilization",unit=""} 0.423
chip_impl_info{name="worstSetupStartpoint",value="Y[25]"} 1
chip_impl_info{name="largest_delay_share_family_worst_path",value="simple AND/OR/NAND/NOR gates"} 1
chip_impl_metric{name="total_number_of_sequential_cells",unit=""} 0
chip_impl_metric{name="total_met2_wirelength_after_detailed_routing",unit="µm"} 3640
chip_impl_metric{name="cp_data_required_time",unit="ns"} 2.72
chip_impl_metric{name="finalWorstPathRequiredPeriod",unit="ns"} 3.47
chip_impl_metric{name="dr.first_iter.drc_count",unit=""} 157
chip_impl_metric{name="routed_via_density",unit=""} 5.75
chip_impl_metric{name="flop_area",unit="µm²"} 0
chip_impl_metric{name="drt-total-wl",unit="µm"} 7490
chip_impl_metric{name="maxCapViolCount",unit=""} 0
chip_impl_metric{name="syn_to_final_growth",unit="%"} 82.9
chip_impl_info{name="worst_hold_path_type",value="in2out"} 1
chip_impl_metric{name="timing.fmax",unit="MHz"} 288
chip_impl_metric{name="ys_cells",unit=""} 257
chip_impl_metric{name="antenna-diode-count",unit=""} 0
chip_impl_metric{name="die.size.x",unit="µm"} 70.5
chip_impl_metric{name="drtAntennaViolNets",unit=""} 0
chip_impl_metric{name="number_of_synthesis_warnings",unit=""} 0
chip_impl_metric{name="comb_power_share",unit=""} 1.000
chip_impl_info{name="timing.hold.worst.start",value="Y[27]"} 1
chip_impl_metric{name="drt_drc_violations_left",unit=""} 0
chip_impl_metric{name="clock_buffers",unit=""} 0
chip_impl_metric{name="report.final.slew_viol_count",unit=""} 0
chip_impl_metric{name="drt_met1_wl",unit="µm"} 3130
chip_impl_metric{name="global_route_wire_length_before_repair",unit="µm"} 12100
chip_impl_metric{name="grt_util_all_layers",unit=""} 0.304
chip_impl_info{name="worstSetupStartpointType",value="input pin"} 1
chip_impl_metric{name="io_buffers",unit=""} 96
-- cell families after synthesis --
| kind of cell | after synthesis | share of synthesized area |
|---|---|---|
| multiplexers | 63 | 0.394 |
| buffers and inverters | 54 | 0.178 |
| AND/OR/NAND/NOR | 72 | 0.191 |
| AND-OR/OR-AND | 68 | 0.237 |
-- cells in the mapped netlist (3+ instances only) --
| cell type | count | share of area |
|---|---|---|
| nor4_1 | 6 | 0.020 |
| mux2_1 | 18 | 0.11 |
| nand2_1 | 13 | 0.026 |
| nand2b_1 | 5 | 0.017 |
| a211oi_1 | 7 | 0.028 |
| or4_1 | 4 | 0.016 |
| mux4_2 | 6 | 0.072 |
| o22ai_1 | 25 | 0.083 |
| nor2_1 | 26 | 0.052 |
| buf_4 | 32 | 0.13 |
| nor3_1 | 6 | 0.016 |
| clkbuf_1 | 11 | 0.022 |
| buf_2 | 9 | 0.024 |
| mux2i_1 | 29 | 0.15 |
| o21ai_1 | 8 | 0.021 |
| a21oi_1 | 7 | 0.019 |
| nor2b_1 | 5 | 0.017 |
| o21ai_0 | 3 | 0.0080 |
| mux2_2 | 10 | 0.060 |
-- power groups by stage --
stage	registers, mW	logic [mW]	clock network (mW)
6_report	0	0.398	0
5_1_grt	0	0.428	0
4_1_cts	0	0.380	0
-- what timing repair did --
item                                    4_1_cts  5_1_grt
endpoints found under the setup margin       32       26
cloned                                        2        1
buffers inserted                             14        7
gates resized                               111       46
pin swaps                                    17       20
-- cells in the final DEF, fill, tap and decap left out, drive strengths merged, types with 4 or more instances in the layout --
master	synthesis	layout
a211oi	7	7
a21oi	7	7
buf	42	85
clkbuf	11	9
clkdlybuf4s15	0	8
clkdlybuf4s50	0	38
dlygate4sd2	0	30
dlymetal6s2s	0	5
mux2	28	28
mux2i	29	29
mux4	6	6
nand2	13	13
nand2b	5	5
nor2	26	26
nor2b	5	5
nor3	6	6
nor4	6	6
o21ai	11	11
o22ai	25	25
or4	4	4
-- metrics by stage --
stage	power [mW]	instance area [µm²]	std cells	worst slack, ns	TNS, ns
after floorplan	0.173	1880	257	0.384	0
after global placement	0.369	3000	408	-0.418	-9.25
after detailed placement	0.370	3000	408	-0.435	-9.97
after CTS	0.380	3310	424	-0.145	-0.393
after global routing	0.428	3440	431	-0.127	-0.593
final	0.398	3440	431	-0.0680	-0.0848
-- cell type report --
type,count,share of cell area
multi-input cells,203,0.523
repair buffers,175,0.457
well taps,52,0.0189
inverters,1,0.00109
-- metal layers --
layer	track usage	up-vias
met2	0.542	110
met1	0.397	1159
li1	-	1196
met3	0.0347	12
met5	0	-
met4	0.0733	0
-- path summary, 6_finish.rpt --
path / cells past startpoint / to
setup / recovery: 7 / Z[11]
hold / removal: 6 / Z[15]
Power figures rest on the tool's default switching activity, not on a simulated workload.
