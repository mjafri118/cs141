$ cat run.sh
#!/bin/bash
# OpenROAD 26Q1-2900-gdf79404cd8, Yosys 0.63+post, stock flow scripts
make -C /OpenROAD-flow-scripts/flow DESIGN_CONFIG=/design/flow/config.mk WORK_HOME=/design/flow/orfs finish
$ cat config.mk
export PLATFORM = sky130hd
export DESIGN_NAME = SRA
export DESIGN_NICKNAME = SRA
export VERILOG_FILES = /design/flow/design.v
export SDC_FILE = /design/flow/constraint.sdc
export NUM_CORES = 4
export LEC_CHECK = 1
export CORE_UTILIZATION = 40
$ cat constraint.sdc
current_design SRA

set clk_period 2.9
set clk_io_pct 0.2

create_clock -name clk0 -period $clk_period

set non_clock_inputs [all_inputs -no_clocks]
set_input_delay [expr $clk_period * $clk_io_pct] -clock clk0 $non_clock_inputs
set_output_delay [expr $clk_period * $clk_io_pct] -clock clk0 [all_outputs]
$ cat design.v
`timescale 1ns / 1ps
`default_nettype none  
module SRA(X, Y, Z);
	input wire [31:0] X, Y;  
	output wire [31:0] Z;
	generate
	    genvar i;
		 for (i = 0; i < 32; i = i + 1 ) begin : create_i_muxes			  
			  mux_32to1 #(.n(32), .i(i),  .ARITHMETIC(1)) mux_gen (
			      .X(X),
					.S(Y),
					.Z(Z[i])
			  ); 
		 end
	endgenerate
endmodule
`default_nettype wire  
`timescale 1ns / 1ps
`default_nettype none  
module mux_16to1(A,B,C,D,E,F,G,H,I,J,K,L,M,N,O,P, S, Z);
	parameter BUSSIZE = 32;	 
	input wire [BUSSIZE-1:0] A,B,C,D,E,F,G,H,I,J,K,L,M,N,O,P;
	input wire [3:0] S;
	output wire [BUSSIZE-1:0] Z;
	wire [BUSSIZE-1:0]  W0, W1;
	mux_8to1 #(.BUSSIZE(BUSSIZE)) MUX_012_0(.A(A), .B(B), .C(C), .D(D), .E(E), .F(F), .G(G), .H(H), .S(S[2:0]), .Z(W0));
	mux_8to1 #(.BUSSIZE(BUSSIZE)) MUX_012_1(.A(I), .B(J), .C(K), .D(L), .E(M), .F(N), .G(O), .H(P), .S(S[2:0]), .Z(W1));
	mux_2to1 #(.BUSSIZE(BUSSIZE)) MUX_3_0(.X(W0), .Y(W1), .S(S[3]), .Z(Z));
endmodule
`default_nettype wire  
`timescale 1ns / 1ps
`default_nettype none  
module mux_2to1(X,Y,S,Z);
	parameter BUSSIZE = 32;	 
	input wire [BUSSIZE-1:0] X, Y;
	input wire S;
	output wire [BUSSIZE-1:0] Z;
	assign Z = S ? Y : X;
endmodule
`default_nettype wire  
`timescale 1ns / 1ps
`default_nettype none  
module mux_32to1(X, S, Z);
	parameter BUSSIZE = 1;	 
	parameter n = 32;        
	parameter i = 2;         
	parameter ARITHMETIC = 0;  
	input wire [31:0] X;
	input wire [31:0] S;
	output wire Z;
	wire [31:0] MuxIn;  
	wire W0, W1, W2;  
	    genvar j;
		 for (j = 0; j < n - i; j = j + 1 ) begin : assign_muxIns_values
		     assign MuxIn[j] = X[i + j];
		 end
		 for (j = n - i; j < n ; j = j + 1 ) begin : assign_muxIns_ground
		     assign MuxIn[j] = ARITHMETIC ? X[31]: 0;
		 end
	mux_16to1 #(.BUSSIZE(BUSSIZE)) MUX_012_0(.A(MuxIn[0]), 
															.B(MuxIn[1]), 
															.C(MuxIn[2]), 
															.D(MuxIn[3]), 
															.E(MuxIn[4]), 
															.F(MuxIn[5]), 
															.G(MuxIn[6]), 
															.H(MuxIn[7]), 
															.I(MuxIn[8]),
															.J(MuxIn[9]),
															.K(MuxIn[10]),
															.L(MuxIn[11]),
															.M(MuxIn[12]),
															.N(MuxIn[13]),
															.O(MuxIn[14]),
															.P(MuxIn[15]),
															.S(S[3:0]), 
															.Z(W0));
	mux_16to1 #(.BUSSIZE(BUSSIZE)) MUX_012_1(.A(MuxIn[16]), 
															.B(MuxIn[17]), 
															.C(MuxIn[18]), 
															.D(MuxIn[19]), 
															.E(MuxIn[20]), 
															.F(MuxIn[21]), 
															.G(MuxIn[22]), 
															.H(MuxIn[23]), 
															.I(MuxIn[24]),
															.J(MuxIn[25]),
															.K(MuxIn[26]),
															.L(MuxIn[27]),
															.M(MuxIn[28]),
															.N(MuxIn[29]),
															.O(MuxIn[30]),
															.P(MuxIn[31]),
															.S(S[3:0]), 
															.Z(W1));
	mux_2to1 #(.BUSSIZE(BUSSIZE)) MUX_3_0(.X(W0), .Y(W1), .S(S[4]), .Z(W2));
	assign Z = |S[31:5] ? ( ARITHMETIC ? X[31]: 0) : W2; 
endmodule
`default_nettype wire  
`timescale 1ns / 1ps
`default_nettype none  
module mux_4to1(A,B,C,D,S,Z);
	parameter BUSSIZE = 32;	 
	input wire [BUSSIZE-1:0] A,B,C,D;
	input wire [1:0] S;
	output wire [BUSSIZE-1:0] Z;
	wire [BUSSIZE-1:0]  W0, W1;
	mux_2to1 #(.BUSSIZE(BUSSIZE)) MUX_0_0(.X(A), .Y(B), .S(S[0]), .Z(W0));
	mux_2to1 #(.BUSSIZE(BUSSIZE)) MUX_0_1(.X(C), .Y(D), .S(S[0]), .Z(W1));
	mux_2to1 #(.BUSSIZE(BUSSIZE)) MUX_1_0(.X(W0), .Y(W1), .S(S[1]), .Z(Z));
endmodule
`default_nettype wire  
`timescale 1ns / 1ps
`default_nettype none  
module mux_8to1(A,B,C,D,E,F,G,H,S,Z);
	parameter BUSSIZE = 32;	 
	input wire [BUSSIZE-1:0] A,B,C,D,E,F,G,H;
	input wire [2:0] S;
	output wire [BUSSIZE-1:0] Z;
	wire [BUSSIZE-1:0]  W0, W1;
	mux_4to1 #(.BUSSIZE(BUSSIZE)) MUX_01_0(.A(A), .B(B), .C(C), .D(D), .S(S[1:0]), .Z(W0));
	mux_4to1 #(.BUSSIZE(BUSSIZE)) MUX_01_1(.A(E), .B(F), .C(G), .D(H), .S(S[1:0]), .Z(W1));
	mux_2to1 #(.BUSSIZE(BUSSIZE)) MUX_2_0(.X(W0), .Y(W1), .S(S[2]), .Z(Z));
endmodule
`default_nettype wire  
==> qor.csv <==
stage;metric;value;unit
status;outcome;finished with violations;
status;violations;negative setup slack;
routing;drt_pre_antenna_iters;4;
worst_hold_path;hold_path_startpoint;Y[16];
cells_and_area;finish.utilization;81.1;%
place;dp_hpwl;5650;um
final_timing;hold-worst-slack;1880;ps
floorplan;num_io_pins;96;
final_timing;timing.fmax;0.344;GHz
place;dp_cells;392;
final_timing;slew_headroom;71.6;%
cells_and_area;instances_no_fill;440;
final_timing;fin_ws;-6.61;ps
critical_path;cp-startpoint;Y[1];
critical_path;cp_max_fo;8;
cells_and_area;lay_top_count;buf_4;
cells_and_area;clock_buffers;0;
cells_and_area;fill_cells;296;
cells_and_area;area_growth;92.6;%
floorplan;initial_utilization;42.1;%
global_routing;antenna_found_initial;0;
power_and_ir_drop;ir_worst_vdd;0.107;mV
cells_and_area;final_cell_area;4200;sq um
routing;drc;0;
power_and_ir_drop;p_per_area;156;nW/um^2
routing;routedWlPerCell;20.1;um
place;gp_congestion;0.892;
final_timing;setup_tns;-8.40;ps
global_routing;gr-usage-met1;49.8;%
global_routing;top_usage_layer;met1;
routing;viasPerCell;5.99;
final_timing;finalCritPeriodShare;100;%
global_routing;grt-ovfl-total;0;
yosys;yosys-stat-area;2180;sq um
floorplan;chipArea;5740;sq um
final_timing;setup_viol;2;
floorplan;die_h;75.8;um
place;place_area;3320;sq um
critical_path;critPathArrivalTime;2330;ps
cells_and_area;ff_latch_area;0;sq um
final_timing;tightest_slew;426;ps
floorplan;die_w;75.8;um
yosys;syn-cell-area;2180;sq um
cts;cts_hold_buf;0;
power_and_ir_drop;leakagePower;1.86;nW
yosys;synthCells;227;
yosys;top_area_cell;mux4_2;
critical_path;end_kind;output port;
cells_and_area;flops;0;
final_timing;slew_violations;0;
yosys;synth_cell_type_count;40;
yosys;synthTopCellsByArea;mux4_2 (26%), buf_4 (12%), mux2i_1 (11%);
yosys;yosys_warnings;0;
final_timing;rsz0062_at_grt;true;
cells_and_area;final_cell_mix;buf_4 (69), dlygate4sd2_1 (35), mux4_2 (32);
routing;first_iter_violations;145;
final_timing;min_period;2910;ps
global_routing;grt_pass1_vias;2468;
critical_path;path_class;input pin to output port;
cells_and_area;drive_above_1_share;64.6;%
floorplan;num_rows;26;
global_routing;grt_first_pass_wirelength;12400;um
critical_path;crit_required;2320;ps
final_timing;hold_viol_final;0;
worst_hold_path;hold_class;input pin to output port;
yosys;ys_seq_share;0;%
yosys;syn_area_per_cell;9.60;sq um
critical_path;cp-start-kind;input pin;
yosys;yosys_cells;227;
job;max_cap_violations;0;
place;port_buffers;96;
floorplan;core_area;5170;sq um
routing;num_antenna_cells;0;
global_routing;grtUsageMet3;3.22;%
global_routing;grt_max_degree;14;
global_routing;grt_use_total;30.1;%
yosys;netlist.area_leader.share;25.8;%
job;warnings;34;
routing;ant_nets;0;
global_routing;gr-usage-met2;43.8;%
routing;via_count;2637;
routing;wirelength;8830;um
cells by family (layout without fill, tap and decap cells):
group | count (synthesis) | in the layout | synth area share [%]
AOI/OAI and AO/OA | 52 | 52 | 16.6
buffers and inverters | 61 | 204 | 18.2
muxes | 74 | 74 | 54.7
and+or+nand+nor | 40 | 40 | 10.5
metrics by stage:
stage               worst slack [ps]  power [mW]
floorplan                        178       0.284
global placement                -751       0.514
detailed placement              -702       0.512
CTS                             -111       0.587
global route                   -55.1       0.693
finish                         -6.61       0.655
report_power, final:
| group | internal (mW) | switching (mW) | total (mW) |
|---|---|---|---|
| registers | 0 | 0 | 0 |
| logic | 0.382 | 0.273 | 0.655 |
| clock network | 0 | 0 | 0 |
critical path: stages:
cell	delay [ps]
buf_8	110
buf_16	140
or3b_4	390
and2_4	150
mux4_2	510
buf_6	140
o221ai_2	170
buf_2	130
path summary, 6_finish.rpt:
check    to  slack (ps)  depth (start not counted)
max    Z[2]          -7                          8
min    Z[5]        1880                          7
layout make-up:
type	instances	area, sq um	area share (%)
multi-input combinational	166	2170	51.8
inverter	5	18.8	0.447
tap	70	87.6	2.09
timing repair buffer	199	1920	45.7
metal layers:
layer	vias to the layer above	routed length (um)
met4	0	100
met3	10	676
li1	1193	-
met5	-	0
met1	1311	4140
met2	123	3920
cell usage after synthesis:
cell type,instances
a211oi_1,1
a21boi_0,1
a21o_1,2
a21oi_1,6
a22oi_1,4
a31oi_1,2
and2_4,1
and3_1,4
and4_1,1
buf_1,2
buf_12,1
buf_2,7
buf_4,36
buf_6,1
clkbuf_1,9
inv_1,5
mux2_2,19
mux2i_1,23
mux4_1,7
mux4_2,25
nand2_1,3
nand2b_1,3
nand3_1,5
nand4_1,3
nor2_1,6
nor2b_1,3
nor3_1,2
nor4_1,6
o2111ai_1,1
o211ai_1,1
o21ai_0,12
o21ai_1,3
o221ai_1,13
o221ai_2,1
o22ai_1,1
o31a_1,1
o31ai_1,2
o41ai_1,1
or2_2,2
or3b_4,1
timing repair:
| action | 4_1_cts | 5_1_grt |
|---|---|---|
| buffers inserted | 25 | 16 |
| gates cloned | 8 | 0 |
| endpoints found under the hold margin | 0 | 0 |
| resized | 247 | 63 |
| setup endpoints to repair | 31 | 24 |
| pin swaps | 31 | 11 |
No activity file was given, so power comes from the tool's default toggle rates.
