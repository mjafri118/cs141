==> design/flow/design.v <==
`timescale 1ns / 1ps
`default_nettype none  
module SLL(X, Y, Z);
	input wire [31:0] X, Y;  
	output wire [31:0] Z;
	generate
	    genvar i;
		 for (i = 0; i < 32; i = i + 1 ) begin : create_i_muxes			  
			  SLL_mux #(.n(32), .i(i)) SLL_mux_gen (
			      .X(X),
					.S(Y),
					.Z(Z[i])
			  ); 
		 end
	endgenerate
endmodule
`default_nettype wire  
`timescale 1ns / 1ps
`default_nettype none  
module SLL_mux(X, S ,Z);
	parameter BUSSIZE = 1;	 
	parameter n = 32;        
	parameter i = 2;         
	input wire [31:0] X;
	input wire [31:0] S;
	output wire Z;
	wire [31:0] MuxIn;  
	wire W0, W1, W2;
	    genvar j;
		 for (j = 0; j < i + 1; j = j + 1 ) begin : assign_muxIns_values
		     assign MuxIn[j] = X[i - j];
		 end
		 for (j = i + 1; j < n ; j = j + 1 ) begin : assign_muxIns_ground
		     assign MuxIn[j] = 0;
		 end
	mux_16to1 #(.BUSSIZE(BUSSIZE)) MUX_012_0(.A(MuxIn[0]), 
															.B(MuxIn[1]), 
															.C(MuxIn[2]), 
															.D(MuxIn[3]), 
															.E(MuxIn[4]), 
															.F(MuxIn[5]), 
															.G(MuxIn[6]), 
															.H(MuxIn[7]), 
															.I(MuxIn[8]),
															.J(MuxIn[9]),
															.K(MuxIn[10]),
															.L(MuxIn[11]),
															.M(MuxIn[12]),
															.N(MuxIn[13]),
															.O(MuxIn[14]),
															.P(MuxIn[15]),
															.S(S[3:0]), 
															.Z(W0));
	mux_16to1 #(.BUSSIZE(BUSSIZE)) MUX_012_1(.A(MuxIn[16]), 
															.B(MuxIn[17]), 
															.C(MuxIn[18]), 
															.D(MuxIn[19]), 
															.E(MuxIn[20]), 
															.F(MuxIn[21]), 
															.G(MuxIn[22]), 
															.H(MuxIn[23]), 
															.I(MuxIn[24]),
															.J(MuxIn[25]),
															.K(MuxIn[26]),
															.L(MuxIn[27]),
															.M(MuxIn[28]),
															.N(MuxIn[29]),
															.O(MuxIn[30]),
															.P(MuxIn[31]),
															.S(S[3:0]), 
															.Z(W1));
	mux_2to1 #(.BUSSIZE(BUSSIZE)) MUX_3_0(.X(W0), .Y(W1), .S(S[4]), .Z(W2));
	assign Z = |S[31:5] ? 0 : W2;
endmodule
`default_nettype wire  
`timescale 1ns / 1ps
`default_nettype none  
module mux_16to1(A,B,C,D,E,F,G,H,I,J,K,L,M,N,O,P, S, Z);
	parameter BUSSIZE = 32;	 
	input wire [BUSSIZE-1:0] A,B,C,D,E,F,G,H,I,J,K,L,M,N,O,P;
	input wire [3:0] S;
	output wire [BUSSIZE-1:0] Z;
	wire [BUSSIZE-1:0]  W0, W1;
	mux_8to1 #(.BUSSIZE(BUSSIZE)) MUX_012_0(.A(A), .B(B), .C(C), .D(D), .E(E), .F(F), .G(G), .H(H), .S(S[2:0]), .Z(W0));
	mux_8to1 #(.BUSSIZE(BUSSIZE)) MUX_012_1(.A(I), .B(J), .C(K), .D(L), .E(M), .F(N), .G(O), .H(P), .S(S[2:0]), .Z(W1));
	mux_2to1 #(.BUSSIZE(BUSSIZE)) MUX_3_0(.X(W0), .Y(W1), .S(S[3]), .Z(Z));
endmodule
`default_nettype wire  
`timescale 1ns / 1ps
`default_nettype none  
module mux_2to1(X,Y,S,Z);
	parameter BUSSIZE = 32;	 
	input wire [BUSSIZE-1:0] X, Y;
	input wire S;
	output wire [BUSSIZE-1:0] Z;
	assign Z = S ? Y : X;
endmodule
`default_nettype wire  
`timescale 1ns / 1ps
`default_nettype none  
module mux_4to1(A,B,C,D,S,Z);
	parameter BUSSIZE = 32;	 
	input wire [BUSSIZE-1:0] A,B,C,D;
	input wire [1:0] S;
	output wire [BUSSIZE-1:0] Z;
	wire [BUSSIZE-1:0]  W0, W1;
	mux_2to1 #(.BUSSIZE(BUSSIZE)) MUX_0_0(.X(A), .Y(B), .S(S[0]), .Z(W0));
	mux_2to1 #(.BUSSIZE(BUSSIZE)) MUX_0_1(.X(C), .Y(D), .S(S[0]), .Z(W1));
	mux_2to1 #(.BUSSIZE(BUSSIZE)) MUX_1_0(.X(W0), .Y(W1), .S(S[1]), .Z(Z));
endmodule
`default_nettype wire  
`timescale 1ns / 1ps
`default_nettype none  
module mux_8to1(A,B,C,D,E,F,G,H,S,Z);
	parameter BUSSIZE = 32;	 
	input wire [BUSSIZE-1:0] A,B,C,D,E,F,G,H;
	input wire [2:0] S;
	output wire [BUSSIZE-1:0] Z;
	wire [BUSSIZE-1:0]  W0, W1;
	mux_4to1 #(.BUSSIZE(BUSSIZE)) MUX_01_0(.A(A), .B(B), .C(C), .D(D), .S(S[1:0]), .Z(W0));
	mux_4to1 #(.BUSSIZE(BUSSIZE)) MUX_01_1(.A(E), .B(F), .C(G), .D(H), .S(S[1:0]), .Z(W1));
	mux_2to1 #(.BUSSIZE(BUSSIZE)) MUX_2_0(.X(W0), .Y(W1), .S(S[2]), .Z(Z));
endmodule
`default_nettype wire  
==> design/flow/run.sh <==
#!/bin/bash
# OpenROAD 26Q1-2900-gdf79404cd8, Yosys 0.63+post, stock flow scripts
make -C /OpenROAD-flow-scripts/flow DESIGN_CONFIG=/design/flow/config.mk WORK_HOME=/design/flow/orfs finish
==> design/flow/config.mk <==
export PLATFORM = sky130hd
export DESIGN_NAME = SLL
export DESIGN_NICKNAME = SLL
export VERILOG_FILES = /design/flow/design.v
export SDC_FILE = /design/flow/constraint.sdc
export NUM_CORES = 4
export LEC_CHECK = 1
export CORE_AREA = 10 10 110 110
export DIE_AREA = 0 0 120 120
==> design/flow/constraint.sdc <==
current_design SLL

set clk_period 2.5
set clk_io_pct 0.2

create_clock -name clk0 -period $clk_period

set non_clock_inputs [all_inputs -no_clocks]
set_input_delay [expr $clk_period * $clk_io_pct] -clock clk0 $non_clock_inputs
set_output_delay [expr $clk_period * $clk_io_pct] -clock clk0 [all_outputs]
==> ci_impl_report.md <==
## Synthesis and layout report

| Metric | Value |
|---|---|
| Hold Crit Class | input port to output pin |
| Total Power | 647 uW |
| Tmin final | 2.62 ns |
| Detailed placement HPWL | 7290 um |
| Largest net degree at the start of global routing | 16 |
| Place WS | -0.820 ns |
| Final Max Tran Viols | 0 |
| Synthesized instance count | 274 |
| Setup TNS | -1.17 ns |
| Residual DRC | 0 |
| Layout Utilization | 40.7% |
| Post-CTS Hold Fix Bufs | 0 |
| DR iter-0 viols | 104 |
| Max-slew headroom | 78.3% |
| Startpoint Class | input port |
| Setup CP Type | input port to output pin |
| Storage cell area | 0 um2 |
| CORE AREA | 9770 um2 |
| Switch Pwr | 304 uW |
| Vias | 2,615 |
| Final ANT Viol Nets | 0 |
| Unique cell types | 42 |
| Max Cap Viol | 0 |
| Layout cell share with drive strength beyond 1 | 66.1% |
| Hold_ws | 1.61 ns |
| CP delay by family, top | buffers and inverters |
| Crit path DAT | 2.12 ns |
| Final wirelength | 9100 um |
| Yosys Instances | 274 |
| Syn_area_per_cell | 7.27 um2 |
| CP max-delay cell | nor4_4 |
| Die H | 120 um |
| Gr usage total | 12.4% |
| Wire per inst | 16.6 um |
| Slew @ Worst Pin | 0.319 ns |
| Flop pwr share | 0% |
| First-pass GRT wire length | 14,900 um |
| Final tally of hold violations | 0 |
| VDD IR-drop max | 0.0881 mV |
| First-pass iteration count of the detailed router | 4 |
| Worst Path Required | 2.00 ns |
| Vias in the first global route | 2,794 |
| Worst path buffer plus inverter count | 6 |
| Avg Vias per Cell | 4.76 |
| Cell mode on critical path | buf_6 |
| Total global routing overflow | 0 |
| Clock share of power | 0% |
| Initial antenna violation count | 0 |
| Status | complete, but fails checks |
| Cell Pwr Density | 163 nW/um2 |
| Rows | 36 |
| Violated checks | negative setup slack |
| Comb pwr share | 100.0% |
| Cycle use final | 105% |
| Number of warnings in the stage logs | 34 |
| Seq share, synth | 0% |
| CP cell instances | buf_6, nor4_4, nand4_2, buf_6, buf_6, nor3_4, buf_6, buf_12, o21ai_1, o22ai_2, buf_2 |
| Setup ws final | -0.117 ns |
| Syn Std Cell Area | 1990 um2 |
| Init Core Util | 20.4% |
| Max Fclk | 0.382 GHz |
| CP max stage delay | 0.28 ns |
| Synth Warn # | 0 |
| Unrepaired setup endpoints after global routing | yes |
| Die footprint | 14,400 um2 |
| Layout area overhead | 99.5% |
| P_int | 343 uW |
| Clkbuf count | 0 |
| Ports | 96 |
| Yosys stat area | 1990 um2 |
| Port Buf Inserts | 96 |
| CP endpoint kind | output pin |
| Sw Ratio | 46.9% |
| ANT cells | 0 |
| GPL Wtd Cong | 0.947 |
| Pleak | 1.72 nW |
| Worst Path Max Fanout | 5 |
| Registers | 0 |
| Die X | 120 um |
| Final setup viols | 23 |
worst paths after layout:
check / depth (start not counted) / slack (ns) / start / to
max: 11 / -0.12 / Y[9] / Z[31]
min: 6 / 1.61 / Y[18] / Z[3]
per-stage QoR:
stage               std cells  area [um2]
CTS                       550        3840
floorplan                 274        1990
detailed placement        524        3350
global route              549        3980
global placement          524        3350
finish                    549        3980
layout make-up:
type,count,area (um2)
Multi-Input combinational cell,216,2090
Fill cell,954,5800
Inverter,3,11.3
Timing Repair Buffer,197,1710
Tap cell,133,166
Yosys cell counts, drive strengths merged (4+ instances only):
cell	n	area share, %
mux4	7	7.9
o22ai	30	9.4
mux2i	21	11
and3	4	1.3
a211oi	10	3.8
nor2b	4	1.3
mux2	22	12
a21oi	12	3.0
buf	50	17
nand2	14	2.6
or3	4	1.3
clkbuf	5	0.94
nor4	6	3.1
a221oi	4	1.8
nor2	41	7.7
o21ai	6	1.5
power groups by stage:
stage | logic, mW | registers (mW) | clock network, mW
6_report | 0.647 | 0 | 0
5_1_grt | 0.695 | 0 | 0
4_1_cts | 0.599 | 0 | 0
logic make-up (layout without fill, tap and decap cells):
kind of cell	count (synthesis)	count (layout)	share of synthesized area [%]
AOI/OAI and AO/OA	79	79	27.5
buffers and inverters	58	200	18.9
muxes	50	50	30.9
and+or+nand+nor	87	87	22.7
layer usage:
| layer | vias up | wire length (um) | track usage (%) |
|---|---|---|---|
| met5 | - | 0 | 0 |
| met4 | 0 | 42 | 0.528 |
| met3 | 4 | 652 | 2.90 |
| met2 | 86 | 4130 | 19.5 |
| met1 | 1218 | 4280 | 17.8 |
| li1 | 1307 | - | - |
cells in the final DEF, fill, tap and decap left out, types with 11 or more instances in the layout:
master / n
buf_2: 41
buf_4: 67
buf_6: 33
clkdlybuf4s50_1: 14
dlygate4sd2_1: 13
mux2_2: 12
mux2i_1: 11
nand2_1: 11
nor2_1: 22
nor2_2: 14
o22ai_1: 16
o22ai_2: 13
what timing repair did:
action | in CTS | in global routing
endpoints found under the setup margin | 32 | 32
setup buffers | 20 | 4
cloned | 6 | 0
resized | 313 | 68
pin swaps | 45 | 19
hold endpoints to repair | 0 | 0
Power figures rest on the tool's default switching activity, not on a simulated workload.
